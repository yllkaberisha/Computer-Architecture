$ cat design.v
`timescale 1ns / 1ps
module mbledhesi16b(
    input[15:0] A,
    input[15:0] B,
    output[15:0] result,
    output CarryOut
    );
    wire [14:0] COUT;
mbledhesi1b MBLEDHESI0(A[0], B[0],1'b0, result[0], COUT[0]);
mbledhesi1b MBLEDHESI1(A[1], B[1], COUT[0],result[1], COUT[1]);
mbledhesi1b MBLEDHESI2(A[2], B[2], COUT[1],result[2], COUT[2]);
mbledhesi1b MBLEDHESI3(A[3], B[3], COUT[2],result[3], COUT[3]);
mbledhesi1b MBLEDHESI4(A[4], B[4], COUT[3],result[4], COUT[4]);
mbledhesi1b MBLEDHESI5(A[5], B[5], COUT[4],result[5], COUT[5]);
mbledhesi1b MBLEDHESI6(A[6], B[6], COUT[5],result[6], COUT[6]);
mbledhesi1b MBLEDHESI7(A[7], B[7], COUT[6],result[7], COUT[7]);
mbledhesi1b MBLEDHESI8(A[8], B[8], COUT[7],result[8], COUT[8]);
mbledhesi1b MBLEDHESI9(A[9], B[9], COUT[8],result[9], COUT[9]);
mbledhesi1b MBLEDHESI10(A[10], B[10], COUT[9],result[10], COUT[10]);
mbledhesi1b MBLEDHESI11(A[11], B[11], COUT[10],result[11], COUT[11]);
mbledhesi1b MBLEDHESI12(A[12], B[12], COUT[11],result[12], COUT[12]);
mbledhesi1b MBLEDHESI13(A[13], B[13], COUT[12],result[13], COUT[13]);
mbledhesi1b MBLEDHESI14(A[14], B[14], COUT[13],result[14], COUT[14]);
mbledhesi1b MBLEDHESI15(A[15], B[15], COUT[14],result[15], CarryOut);
endmodule
`timescale 1ns / 1ps
module mbledhesi1b(
    input A,
    input B,
    input CIN,
    output SUM,
    output COUT
    );
assign SUM = CIN ^ A ^ B;
assign COUT = CIN & A | CIN & B | A & B;
endmodule
$ cat run.sh
#!/bin/bash
# OpenROAD 26Q1-2900-gdf79404cd8, Yosys 0.63+post, stock flow scripts
make -C /OpenROAD-flow-scripts/flow DESIGN_CONFIG=/design/flow/config.mk WORK_HOME=/design/flow/orfs finish
$ cat config.mk
export PLATFORM = sky130hd
export DESIGN_NAME = mbledhesi16b
export DESIGN_NICKNAME = mbledhesi16b
export VERILOG_FILES = /design/flow/design.v
export SDC_FILE = /design/flow/constraint.sdc
export NUM_CORES = 4
export LEC_CHECK = 1
export CORE_AREA = 10 10 72 72
export DIE_AREA = 0 0 82 82
$ cat constraint.sdc
current_design mbledhesi16b

set clk_period 8.3
set clk_io_pct 0.2

create_clock -name clk0 -period $clk_period

set non_clock_inputs [all_inputs -no_clocks]
set_input_delay [expr $clk_period * $clk_io_pct] -clock clk0 $non_clock_inputs
set_output_delay [expr $clk_period * $clk_io_pct] -clock clk0 [all_outputs]
==> notes.md <==
Results of the full flow below.

Run status:
- The run finished, with violations left.
- The checks that failed: setup timing.

Logic synthesis:
- The run puts the post-synthesis sequential area ratio at 0%.
- The synthesized netlist handed to floorplanning was reported with a cell count of 37.
- The netlist uses 4 different library cells.
- The run gives the combined area of all synthesized cells as 452 um^2.
- For this design, Yosys synthesis ends with a cell count of 37.
- The run gives the synthesized area per cell as 12.2 um^2.
- The run gives the area reported by Yosys stat as 452 um^2.
- The run puts the count of synthesis-stage warnings from yosys at 0.

Placement:
- The run puts the pre-CTS worst setup slack at -1490 ps.
- The run gives the number of input and output port buffers inserted as 49.
- The run puts the half-perimeter wire length of the detailed placement result at 1.55 mm.
- The run puts the number of placed instances with taps included at 118.
- The run gives the cell area after placement as 932 um^2.
- The run puts the final weighted congestion of routability-driven global placement at 0.894.

STA:
- The run puts the peak clock frequency supported by timing at 111 MHz.
- The run gives the post-layout period usage of the worst path as 109%.
- The run gives the setup total negative slack as -1480 ps.
- Setup repair after global routing could not meet its margin everywhere.
- The worst path in the final design needs a cycle of 9010 ps, including I/O delays and setup.
- For the pin with the worst max-slew slack, the measured transition is 121 ps.
- The run puts the number of hold-slack violations in the final timing report at 0.
- Once routing completed, OpenROAD measured the worst setup slack at -706 ps.
- The run puts the number of endpoints failing setup at the final stage at 3.
- The run puts the count of final max-slew check failures at 0.
- The run puts the headroom to the max-slew limit at 91.9%.

Global route:
- The run puts the residual overflow from global routing at 0.
- For this run, the total global-route usage over all layers was measured as 4.42%.
- The run puts the initial antenna violation count at 0.
- Entering global routing, the biggest net connects 2 pins.
- The run puts the number of global-route vias before repair at 449.
- The first global-routing pass estimated 2.26 mm of wire.

Pwr:
- The run gives the final total power as 0.0599 mW.
- The run puts the portion of total power attributed to sequential cells at 0%.
- The run puts the switching power summed over all nets at 0.0172 mW.
- The run gives the fraction of power consumed by combinational cells as 100.0%.
- The run gives the total power per unit cell area as 66.6 nW/um^2.
- The run puts the leakage component of the power at 0.327 nW.
- The run gives the maximum vdd ir drop as 0.0000197 V.
- The clock network is responsible for 0% of the overall power.
- The run puts the switching power as a share of total power at 28.7%.
- The run puts the total internal power at 0.0427 mW.

Final layout:
- The run puts the tally of clock buffers in the finished layout at 0.
- The run gives the count of sequential standard cells as 0.
- The run gives the final instance count without filler cells as 118.
- The final report gives the standard cell area, fillers excluded, as 898 um^2.
- Leaving out fill and tap cells, the most frequent cell in the layout is sky130_fd_sc_hd__clkdlybuf4s50_1.
- Leaving out fill and tap cells, the most frequent cells in the layout are sky130_fd_sc_hd__clkdlybuf4s50_1, sky130_fd_sc_hd__fa_2, sky130_fd_sc_hd__buf_2.
- The run puts the total area of sequential cells at 0 um^2.
- The run puts the share of layout cells above drive strength 1 at 40.0%.
- The run puts the signed area change from the synthesized netlist to the final layout at 98.9%.

Floorplanning:
- The run puts the vertical extent of the die at 82 um.
- The run gives the width of the die as 82 um.
- The run gives the core utilization before placement as 12.2%.
- The region available for standard cell placement spans 3690 um^2.
- The run puts the floorplan die area at 6720 um^2.
- The run puts the total I/O pin count at 49.
- The run gives the placement row count as 22.

Critical path:
- In this run the critical path is formed by buf_6 > ha_4 > fa_2 > fa_2 > fa_2 > fa_2 > fa_2 > fa_2 > fa_2 > fa_2 > fa_2 > fa_2 > fa_2 > fa_2 > fa_2 > fa_2 > inv_2 > fa_2 > inv_2 > buf_2.
- The run gives the required time reported for the critical path endpoint as 6640 ps.
- The critical path is of the in2out type.
- The run gives the slowest cell on the critical path as sky130_fd_sc_hd__fa_2.
- The worst setup path is captured at an output pin.
- The run gives the number of buffer and inverter stages on the critical path as 4.
- Per the timing report, the biggest fanout along the worst path comes to 1.
- The run puts the highest cell delay on the worst timing path at 440 ps.
- Counting stages on the worst path, the most repeated cell is sky130_fd_sc_hd__fa_2.
- The kind of cell with the highest combined delay along the critical path is adder cells.
- The run puts the endpoint arrival time on the critical path at 7350 ps.
- The run gives the sort of element at the start of the critical path as a primary input.

Routing:
- In the log, the iteration count for the first detailed-route pass is 1.
- TritonRoute output was used to compute an average wire per cell of 13.1 um.
- Dividing the detail-routed via count by the number of cells gives 3.12.
- The routed design ends up with an antenna cell count of 0.
- The run gives the total routed wirelength as 1.54 mm.
- The run gives the remaining design rule violation count as 0.
- The run gives the number of design-rule violations left by the first detailed-router iteration as 0.
- The count of nets left with antenna violations once routing finished came out at 0.
- The routed layout has 368 vias.

Hold path:
- The type recorded for the worst min-delay path is in2out.
- The run gives the destination of the worst hold path as result[0].
- Counting instances, the worst hold path has a depth of 3.
- The run gives the worst hold path startpoint as A[0].

Clock tree:
- The run gives the post-CTS setup buffer count as 0.
- The run gives the number of hold-repair buffers added at the cts stage as 0.

Flow run:
- The run gives the max-cap violation count as 0.
- The run puts the tally of OpenROAD warnings at 35.
==> area by class of cell <==
type / instances / area (um^2)
fillers: 384 / 2790
inverters: 5 / 18.8
multi-input cells: 16 / 363
well taps: 48 / 60.1
repair buffers: 49 / 457
==> cell usage after synthesis <==
cell type               count  area [um^2]
sky130_fd_sc_hd__ha_1       1         12.5
sky130_fd_sc_hd__inv_1      5         18.8
sky130_fd_sc_hd__buf_4     16          120
sky130_fd_sc_hd__fa_1      15          300
==> per-stage QoR <==
stage / utilization [%] / hold WS, ps
floorplan: - / 3490
detailed placement: 25.3 / 4410
global route: 24.4 / 3990
CTS: 24.6 / 3970
finish: 24.4 / 3960
global placement: 25.3 / 4400
==> power groups by stage <==
stage	clock network, mW	registers (mW)	logic [mW]
final	0	0	0.0599
after global routing	0	0	0.0685
after CTS	0	0	0.0630
==> per-layer routing <==
layer	global-route usage [%]	share of wire, %
met1	5.33	38
met4	0	0
met5	0	0
met2	5.56	31
met3	4.85	31
==> how the worst max path moves through the flow <==
stage | start | endpoint | slack, ps | cells past startpoint
CTS | B[0] | result[15] | -1220 | 20
finish | B[0] | result[15] | -710 | 20
global route | B[0] | result[15] | -830 | 20
==> cells by family (layout without fill, tap and decap cells) <==
group	after synthesis	in the layout	synth area share, %
adder cells (fa/ha/maj)	16	16	69.3
buffers and inverters	21	54	30.7
==> timing repair <==
action,in CTS,in global routing
endpoints found under the hold margin,0,0
pin swaps,16,15
resized,29,5
setup endpoints to repair,6,5
No activity file was given, so power comes from the tool's default toggle rates.
