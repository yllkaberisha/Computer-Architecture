$ cat /design/flow/config.mk
export PLATFORM = sky130hd
export DESIGN_NAME = ALU_16
export DESIGN_NICKNAME = ALU_16
export VERILOG_FILES = /design/flow/design.v
export SDC_FILE = /design/flow/constraint.sdc
export NUM_CORES = 4
export LEC_CHECK = 1
export CORE_AREA = 10 10 99 99
export DIE_AREA = 0 0 109 109
$ cat /design/flow/constraint.sdc
current_design ALU_16

set clk_period 6.9
set clk_io_pct 0.2

create_clock -name clk0 -period $clk_period

set non_clock_inputs [all_inputs -no_clocks]
set_input_delay [expr $clk_period * $clk_io_pct] -clock clk0 $non_clock_inputs
set_output_delay [expr $clk_period * $clk_io_pct] -clock clk0 [all_outputs]
$ cat /design/flow/design.v
`timescale 1ns / 1ps
module ALU1(
    input A,
    input B,
    input CIN,
    input BInvert,
    input Less,
    input [2:0] Operation,
    output Result,
    output COUT
    );
   wire  JoB, mB, dhe_teli, ose_teli, mbledhesi_teli, xor_teli; 
   assign JoB = ~B;
   mux2ne1 muxB(B, JoB, BInvert, mB);
   assign dhe_teli = A & mB;
   assign ose_teli = A | mB;
   assign xor_teli = A ^ mB;
   mbledhesi1b m1(A, mB, CIN, mbledhesi_teli, COUT);
   mux8ne1 MuxiKryesor(dhe_teli, Less, ose_teli, xor_teli, mbledhesi_teli, Operation, Result);
endmodule
`timescale 1ns / 1ps
module ALU_16(
    input [15:0] A,
    input [15:0] B,
    input BNegate,
    input [2:0] ALUOp,
    output Zero,
    output Overflow,
    output CarryOut,
    output [15:0] Result
    );
    wire [14:0] COUT;    
    ALU1 ALU0(A[0], B[0], BNegate, BNegate, Result[15], ALUOp, Result[0], COUT[0]);
    ALU1 ALU1(A[1], B[1], COUT[0], BNegate, 0, ALUOp, Result[1], COUT[1]); 
    ALU1 ALU2(A[2], B[2], COUT[1], BNegate, 0, ALUOp, Result[2], COUT[2]);
    ALU1 ALU3(A[3], B[3], COUT[2],  BNegate, 0, ALUOp, Result[3], COUT[3]);
    ALU1 ALU4(A[4], B[4], COUT[3],  BNegate, 0, ALUOp, Result[4], COUT[4]);
    ALU1 ALU5(A[5], B[5], COUT[4],  BNegate, 0, ALUOp, Result[5], COUT[5]);
    ALU1 ALU6(A[6], B[6], COUT[5],  BNegate, 0, ALUOp, Result[6], COUT[6]);
    ALU1 ALU7(A[7], B[7], COUT[6],  BNegate, 0, ALUOp, Result[7], COUT[7]);
    ALU1 ALU8(A[8], B[8], COUT[7],  BNegate, 0, ALUOp, Result[8], COUT[8]);
    ALU1 ALU9(A[9], B[9], COUT[8],  BNegate, 0, ALUOp, Result[9], COUT[9]);
    ALU1 ALU10(A[10], B[10], COUT[9],  BNegate, 0, ALUOp, Result[10], COUT[10]);
    ALU1 ALU11(A[11], B[11], COUT[10],  BNegate, 0, ALUOp, Result[11], COUT[11]);
    ALU1 ALU12(A[12], B[12], COUT[11],  BNegate, 0, ALUOp, Result[12], COUT[12]);
    ALU1 ALU13(A[13], B[13], COUT[12],  BNegate, 0, ALUOp, Result[13], COUT[13]);
    ALU1 ALU14(A[14], B[14], COUT[13],  BNegate, 0, ALUOp, Result[14], COUT[14]);
    ALU1 ALU15(A[15], B[15], COUT[14],  BNegate, 0, ALUOp, Result[15], CarryOut);
    assign Zero = ~(Result[0] | Result[1] | 
                Result[2] | Result[3] | 
                Result[4] | Result[5] | 
                Result[6] | Result[7] | 
                Result[8] | Result[9] | 
                Result[10] | Result[11] | 
                Result[12] | Result[13] | 
                Result[14] | Result[15] ); 
    assign Overflow = COUT[14] ^ CarryOut;
endmodule
`timescale 1ns / 1ps
module mbledhesi1b(
    input A,
    input B,
    input CIN,
    output SUM,
    output COUT
    );
assign SUM = CIN ^ A ^ B;
assign COUT = CIN & A | CIN & B | A & B;
endmodule
`timescale 1ns / 1ps
module mux2ne1(
    input Hyrja0,
    input Hyrja1,
    input S,
    output Dalja
    );
    assign Dalja = S ? Hyrja1 : Hyrja0;
endmodule
`timescale 1ns / 1ps
module mux8ne1(
    input input0,
    input input1,
    input input2,
    input input3,
    input input4,
    input [2:0] S,
    output dalja
    );
    assign dalja = S[2] ? (input4) : (S[1] ? (S[0] ? input3 : input2 ) : (S[0] ? input1 : input0 ));
endmodule
$ cat /design/flow/run.sh
#!/bin/bash
# OpenROAD 26Q1-2900-gdf79404cd8, Yosys 0.63+post, stock flow scripts
make -C /OpenROAD-flow-scripts/flow DESIGN_CONFIG=/design/flow/config.mk WORK_HOME=/design/flow/orfs finish
==> results.yml <==
# physical design summary
outcome:
  status: "complete, but fails checks"
  violations: "setup timing"
sta:
  finalHoldViolations: 0
  fin_ws_ns: -2.30
  relSlewSlack_pct: 37.3
  setup_tns_ns: -11.61
  drv_slew: 0
  clock.fmax_ghz: 0.109
  fin_crit_ns: 9.20
  fin_worst_hold_slack_ns: 3.54
  worst_pin_slew_ns: 0.939
  final-setup-viol-count: 9
  rsz0062_at_grt: "yes"
  finalClockPeriodUsage_pct: 133
pwr:
  vdd_drop_max_mv: 0.0398
  power_uw: 310
  p_per_area_nw_per_um2: 106
  leakage_nw: 1.36
route:
  drc: 0
  vias: 1985
  post_drt_via_cell_ratio: 4.61
  routed-wl-met2_um: 2750
  drt_iter0_drc: 92
  dr_wl_met3_um: 361
  drt-met1-wl_um: 2630
  firstDrtPassIters: 4
  wire_per_inst_um: 13.4
  drtAntennaViolNets: 0
  diodes: 0
  routed_wl_um: 5790
  top_layer: "met4"
placed_design:
  routabilityCongestion: 0.914
  placed_cells_incl_taps: 421
  place_hpwl_um: 4720
  place_area_um2: 2790
  io_buffers: 55
finish:
  clockBufferCount: 0
  most-common-layout-cells: "43 x buf_4, 37 x clkdlybuf4s50_1, 32 x inv_1, 32 x ha_1"
  area_delta_synth_final_pct: 49.4
  regArea_um2: 0
  drive_gt1_share_pct: 31.6
  flop-count: 0
  fillers: 769
  instances_no_fill: 431
  final_cell_area_um2: 2930
  mostFrequentLayoutCell: "buf_4"
grt:
  grt_pass1_wl_um: 9800
  grt_overflow: 0
  grt_max_degree: 40
  antenna_found_initial: 0
  grt_usage_pct: 9.86
  grt_pass1_vias: 2027
floorplanning:
  io_pins: 55
  die_area_um2: 11900
  rows: 32
  core_um2: 7730
  die_w_um: 109
  dieHeight_um: 109
  fp_util_pct: 25.4
synthesis:
  yosysWarnings: 15
  ys_cells: 256
  yosys.area.top_type: "ha_1"
  netlist_instances: 256
  synth.distinct_cells: 45
  topCellsByArea: "ha_1 20%, fa_1 15%, buf_4 7.7%, xor2_1 7.6%, inv_1 6.7%"
  synth.avg_cell_area_um2: 7.65
  yosys.stat.seqShare_pct: 0
  yosys_area_um2: 1960
  top_area_share_pct: 20.4
  netlist_area_um2: 1960
flow_run:
  cap_violations: 0
  tool_warnings: 51
setup_path:
  cp_slowest_stage_delay_ns: 0.55
  cp.required_ns: 5.52
  startpoint_type: "primary input"
  crit_chain: "buf_8, xor2_4, fa_2, inv_2, fa_2, fa_2, fa_2, fa_2, fa_2, fa_2, fa_2, fa_2, fa_2, fa_2, fa_2, fa_2, fa_2, a21oi_2, a21oi_2, nand4_1, or4_4, nor3_4, buf_2"
  critPathTopFamily: "adder cells"
  path_common_cell: "fa_2"
  worstSetupPathType: "in -> out"
  end_kind: "primary output"
  slowest_stage: "fa_2"
  arrival_ns: 7.82
  cp_num_buf_inv: 3
  cp_max_fo: 2
worst_hold_path:
  hold_path_class: "in -> out"
cell usage after synthesis, types with 2 or more instances:
master / instances
nor3_1: 2
ha_1: 32
buf_1: 2
nor2b_1: 5
a22oi_1: 4
inv_1: 35
xor2_1: 17
nor2_1: 15
nand2b_1: 7
o21ai_0: 8
nand2_1: 12
a21oi_1: 22
nor4_1: 2
a311oi_1: 9
fa_1: 15
buf_2: 6
a21oi_2: 2
a211oi_1: 5
a31oi_1: 6
a2bb2oi_1: 2
clkbuf_1: 4
o41ai_1: 2
buf_4: 20
stage by stage:
stage	util, %	setup slack, ns
6_report	37.9	-2.30
5_1_grt	37.9	-2.50
4_1_cts	37.4	-2.68
3_5_place_dp	36.1	-3.14
3_3_place_gp	36.1	-3.10
2_1_floorplan	-	-2.00
metal layers:
| metal | up-vias | GRT usage [%] |
|---|---|---|
| li1 | 1009 | - |
| met1 | 918 | 13.6 |
| met3 | 2 | 2.21 |
| met4 | 0 | 0.753 |
| met2 | 56 | 16.1 |
| met5 | - | 0 |
worst paths after layout:
check	endpoint	slack (ns)	start	cells past startpoint
worst min-delay path	Result[10]	3.54	ALUOp[1]	5
worst max-delay path	Zero	-2.30	B[1]	23
layout make-up:
| type | instances | area, µm² | area share [%] |
|---|---|---|---|
| Multi-Input combinational cell | 188 | 1750 | 59.8 |
| Timing Repair Buffer | 106 | 918 | 31.4 |
| Inverter | 35 | 131 | 4.49 |
| Tap cell | 102 | 128 | 4.36 |
report_power, final:
part	internal (mW)	switching [mW]	leakage (nW)
logic	0.174	0.137	1.36
clock network	0	0	0
registers	0	0	0
total	0.174	0.137	1.36
cell families after synthesis:
family | synth area share [%]
and+or+nand+nor | 13.5
muxes | 1.09
xor gates and xnor gates | 8.05
buffers and inverters | 17.6
adders and majority gates | 35.8
AOI/OAI and AO/OA | 24.0
what timing repair did:
action,CTS,global route
endpoints found under the setup margin,11,11
hold buffers,0,0
setup buffers,13,3
gates resized,63,19
pin swaps,26,23
cloned,0,0
No activity file was given, so power comes from the tool's default toggle rates.
