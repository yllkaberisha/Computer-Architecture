$ cat design/flow/design.v
`timescale 1ns / 1ps
module RegisterFile(
input wire[1:0] RS,
input wire [1:0] RT,
input wire [1:0] RD,
input wire [15:0] WriteData,
output wire [15:0] ReadRS,
output wire [15:0] ReadRT,
input wire RegWrite,
input wire Clock
);
reg[15:0] Registers[3:0];    
integer i;
initial
begin
    for(i = 0; i < 4; i = i + 1)begin
       Registers[i] = 16'd0; 
       end
end
always @ (posedge Clock)
begin
if(RegWrite) Registers[RD] <= WriteData;  
end
assign ReadRS = Registers[RS];
assign ReadRT = Registers[RT];
endmodule
$ cat design/flow/config.mk
export PLATFORM = sky130hd
export DESIGN_NAME = RegisterFile
export DESIGN_NICKNAME = RegisterFile
export VERILOG_FILES = /design/flow/design.v
export SDC_FILE = /design/flow/constraint.sdc
export NUM_CORES = 4
export LEC_CHECK = 1
export CORE_UTILIZATION = 30
$ cat design/flow/constraint.sdc
current_design RegisterFile

set clk_period 2.5
set clk_io_pct 0.2

create_clock -name clk0 -period $clk_period [get_ports {Clock}]

set non_clock_inputs [all_inputs -no_clocks]
set_input_delay [expr $clk_period * $clk_io_pct] -clock clk0 $non_clock_inputs
set_output_delay [expr $clk_period * $clk_io_pct] -clock clk0 [all_outputs]
$ cat design/flow/run.sh
#!/bin/bash
# OpenROAD 26Q1-2900-gdf79404cd8, Yosys 0.63+post, stock flow scripts
make -C /OpenROAD-flow-scripts/flow DESIGN_CONFIG=/design/flow/config.mk WORK_HOME=/design/flow/orfs finish
==> out/metrics.yaml <==
cts_buffers: 9
whs_path_depth: 1
tritoncts_clock_tree: "built"
avgRoutedWirePerCell_um: 18.8
largest_register_ffs: 64
yosys_register_bits: 64
nFillCells: 756
crit_type: "input pin to output pin"
synthDominantAreaCellType: "edfxtp_1"
via_count: 1446
yosysMostFrequentCell: "edfxtp_1"
synthesis.yosys.warnings: 1
floorplan.initialDensity_pct: 31.5
post-cts-setup-buffer-count: 0
post-route-drc-count: 0
first_pass_iters: 3
rows: 34
slew_margin_rel_pct: 83.1
crit_required_ps: 2000
path_clk_slew_ps: 70
async_flop_share_pct: 0
critPathMaxFanout: 16
antenna-diode-count: 0
status: "complete, no violations"
overflow: 0
grt_util_all_layers_pct: 13.1
holdPathEnd: "Registers[3][13]"
post_route_cells_drive_above_1_share_pct: 27.5
final_setup_fails: 0
power.ir.vdd_worst_v: 0.000465
synth-edff-count: 64
hold_violations: 0
fp.dieArea_um2: 9730
grt_first_pass_wirelength_um: 8850
rsz0062_at_grt: "no"
max-cap-violations: 0
numPortBuffers: 55
yosys_most_used_dff: "edfxtp_1"
count_of_pins_on_the_block_boundary: 56
layout_min_cycle_time_ps: 2440
number_of_global_route_vias_before_repair: 1667
clock_tree_buffer_depth: 2
biggestRegsByFlops: "Registers x64"
cts.sinks: 64
postSynthCellCount: 108
synthAdderAreaFrac_pct: 0
synthDominantCellAreaShare_pct: 68.6
topCellsByArea: "edfxtp_1 69%, mux4_2 16%, mux4_1 11%"
synthMuxAreaShare_pct: 27.3
timing.critical_path.from_type: "input pin"
netlist_top_cells_count: "64 x edfxtp_1, 20 x mux4_2, 12 x mux4_1"
hpwl_um: 3460
setup_tns_after_final_layout_ps: 0
holdCritPathClass: "input pin to register"
crit_arrival_ps: 1940
core_outline_area_um2: 8890
leakage_nw: 1.27
route.antenna.remaining_nets: 0
fp.dieH_um: 98.6
ys_chip_area_um2: 2800
syn_avg_cell_area_um2: 25.9
area_growth_syn_to_layout_pct: 35.1
drt_first_iter_violations: 54
drt_wl_total_um: 5470
post_synth_and_or_nand_nor_area_fraction_pct: 1.12
power_density_nw_per_um2: 654
final_worst_hold_slack_ps: 802
ys_cells: 108
openroad.warnings: 25
timing.final.max_slew_violations: 0
dominant_comb_cell: "multiplexers"
cell_area_after_synthesis_um2: 2800
vias_per_cell: 4.99
final_cells: 290
layout.core_utilization_pct: 42.6
worstSetupEndpointType: "output pin"
hold_fix_buffers_cts: 0
yosys.stat.seqShare_pct: 68.6
max_slew.worst_pin.slew_ps: 253
ys_sh_aoi_pct: 0
xor_area_share_pct: 0
clock-root-buffer: "clkbuf_8"
crit_share_post_route_pct: 97.7
initial_antenna_violation_count: 0
hold_start: "WriteData[13]"
post_synth_num_cell_types: 9
max_flop_register: "Registers"
die_width_um: 98.6
post-place-cells: 272
htreeDepth: 3
grt_max_degree: 17
gp_congestion: 0.740
fmaxAchievable_mhz: 409
[report_power, final]
part           internal [W]  switching [W]
clock network      0.000552       0.000366
logic              0.000209      0.0000915
registers           0.00124      0.0000194
total               0.00200       0.000477
[critical path, stage by stage]
cell and delay, ps:
clkdlybuf4s50_1 510, buf_12 180, mux4_2 320, clkdlybuf4s50_1 430
[cell type report]
| cell class | count | area, µm² | share of cell area [%] |
|---|---|---|---|
| well taps | 108 | 135 | 3.57 |
| flip-flops and latches | 64 | 1920 | 50.8 |
| repair buffers | 66 | 718 | 19.0 |
| multi-input cells | 36 | 798 | 21.1 |
| clock buffers | 9 | 124 | 3.27 |
| clock inverters | 7 | 86.3 | 2.28 |
[kinds of logic (layout without fill, tap and decap cells)]
group,after synthesis,count (layout)
flip-flops,64,64
multiplexers,32,32
buffers and inverters,8,82
AND/OR/NAND/NOR,4,4
[how the worst max path moves through the flow]
stage,from,to,depth (start not counted)
CTS,RS[1],ReadRS[5],4
global route,RT[1],ReadRT[13],4
finish,RT[1],ReadRT[8],4
[stage by stage]
| step | instance area [µm²] | total power (W) | setup slack, ps |
|---|---|---|---|
| 6_report | 3780 | 0.00248 | 57.4 |
| 4_1_cts | 3790 | 0.00250 | 40.0 |
| 3_5_place_dp | 3530 | 0.00158 | -222 |
| 3_3_place_gp | 3530 | 0.00157 | -224 |
| 5_1_grt | 3780 | 0.00258 | 2.90 |
| 2_1_floorplan | 2800 | 0.00139 | 334 |
[metal layers]
| metal | share of wire (%) | GRT usage (%) | vias up | routed length, µm |
|---|---|---|---|---|
| li1 | - | - | 634 | - |
| met1 | 38 | 17.6 | 699 | 2090 |
| met2 | 46 | 19.3 | 107 | 2520 |
| met3 | 15 | 9.38 | 6 | 818 |
| met4 | 0.73 | 0.918 | 0 | 40 |
| met5 | 0 | 0 | - | 0 |
[layout by cell type, fill, tap and decap left out, drive strengths merged]
master and instances:
and3b 2, bufinv 2, nor3b 1, clkinvlp 1
clkbuf 9, clkdlybuf4s18 1, clkinv 4, mux4 32
and3 1, clkdlybuf4s50 53, edfxtp 64, buf 12
[what timing repair did]
action,4_1_cts,5_1_grt
resized,8,4
cloned,2,0
pin swaps,0,0
setup endpoints to repair,32,2
Power and IR drop assume default switching activity.
